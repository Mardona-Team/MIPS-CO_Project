===== flow/design.v =====
module ALU_control(operation,Jr,funct,ALUOp);
	input [2:0] ALUOp;
	input [5:0] funct;
	output reg Jr;
	output reg [3:0] operation;
	always @ (ALUOp or funct) begin 
	   if(ALUOp==2'b00)	 operation <= 4'b0010; 	 
	   else if (ALUOp==2'b11)  operation <= 4'b0110;   
	   else if (ALUOp[2]==1 && ALUOp[0]==1)  operation<=4'b0001;   
	   else if (ALUOp[2]==1 && ALUOp[0]==0)  operation<=4'b0000;   
       else if (ALUOp[1]==1)begin  
							case(funct)	   
								6'b100000: operation<=4'b0010;   
								6'b100010: operation<=4'b0110;   
								6'b100100: operation<=4'b0000;   
								6'b100101: operation<=4'b0001;   
							    6'b101010: operation<=4'b0111;  
								6'b000000: operation<=4'b0101;  
								6'b100111: operation<=4'b1011;   
								6'b001000: operation<=4'b0010;   
							endcase	
							end
		if (ALUOp[1]==1 && funct==6'b001000) Jr=1;
			else Jr=0;
	   end			
endmodule 

===== flow/run.sh =====
#!/bin/bash
# OpenROAD 26Q1-2900-gdf79404cd8, Yosys 0.63+post, stock flow scripts
make -C /OpenROAD-flow-scripts/flow DESIGN_CONFIG=/design/flow/config.mk WORK_HOME=/design/flow/orfs finish

===== flow/config.mk =====
export PLATFORM = sky130hd
export DESIGN_NAME = ALU_control
export DESIGN_NICKNAME = ALU_control
export VERILOG_FILES = /design/flow/design.v
export SDC_FILE = /design/flow/constraint.sdc
export NUM_CORES = 4
export LEC_CHECK = 1
export CORE_AREA = 10 10 70 70
export DIE_AREA = 0 0 80 80

===== flow/constraint.sdc =====
current_design ALU_control

set clk_period 1.0
set clk_io_pct 0.2

create_clock -name clk0 -period $clk_period

set non_clock_inputs [all_inputs -no_clocks]
set_input_delay [expr $clk_period * $clk_io_pct] -clock clk0 $non_clock_inputs
set_output_delay [expr $clk_period * $clk_io_pct] -clock clk0 [all_outputs]

==> results.sh <==
# physical design summary
export IMPL_place_area_um2=517
export IMPL_ir_worst_vdd_mv=0.0356
export IMPL_clock_power_share_pct=0
export IMPL_drcViolationCount=0
export IMPL_first_pass_iters=2
export IMPL_p_int_mw=0.0815
export IMPL_cts_setup_buffers=0
export IMPL_groute_usage_overall_pct=2.80
export IMPL_p_leak_nw=0.189
export IMPL_fp_util_pct=7.91
export IMPL_yosys_cells=37
export IMPL_critPathRequiredTime_ns=0.80
export IMPL_maxSlewViolCount=0
export IMPL_hold_viol=0
export IMPL_comb_area_um2=205
export IMPL_hold_path_class="primary input to output pin"
export IMPL_ys_chip_area_um2=270
export IMPL_power_frac_seq_pct=8.9
export IMPL_ys_warn_count=1
export IMPL_tns_ns=-0.134
export IMPL_cp_end_kind="output pin"
export IMPL_gp_congestion=0.762
export IMPL_largest_area_cell="dlxtn_1"
export IMPL_fmax_ghz=0.882
export IMPL_drv_cap=0
export IMPL_coreArea_um2=3420
export IMPL_holdBufCountCts=0
export IMPL_grt_pass1_wl_mm=1.50
export IMPL_pre_cts_slack_ns=-0.969
export IMPL_netlist_area_um2=270
export IMPL_crit_fanout=2
export IMPL_min_path_cells=4
export IMPL_synth_flop_count=4
export IMPL_grt_max_degree=10
export IMPL_top_cell_area_share_pct=22.2
export IMPL_comb_power_share_pct=91.1
export IMPL_critPathLaunchType="primary input"
export IMPL_routed_via_density=3.34
export IMPL_portBuffers=14
export IMPL_crit_type="primary input to output pin"
export IMPL_outcome="complete, but fails checks"
export IMPL_ant_nets=0
export IMPL_maxSlewHeadroom_pct=76.7
export IMPL_tightest_slew_ns=0.347
export IMPL_seqCellArea_um2=60.1
export IMPL_n_fill_cell=413
export IMPL_regMostFlops="operation"
export IMPL_area_leaders="dlxtn_1 22%, nand2_1 8.3%, or3_4 8.3%"
export IMPL_min_to="Jr"
export IMPL_hp_start="funct[4]"
export IMPL_final_min_clock_period_ns=1.13
export IMPL_violations="negative setup slack"
export IMPL_warnings=34
export IMPL_dieHeight_um=80
export IMPL_p_sw_mw=0.0578
export IMPL_untimed_endpoints=8
export IMPL_grt_pass1_vias=316
export IMPL_drt_iter0_markers=21
export IMPL_largest_reg_flops=4
export IMPL_totalWireLength_um=899
export IMPL_unclocked_pins=4
export IMPL_cp_data_arrival_time_ns=0.93
export IMPL_reg_top3="operation: 4 flops"
export IMPL_design_area_um2=509
export IMPL_layout_drive_gt1_share_pct=27.6
export IMPL_grt_overflow=0
export IMPL_vias=354
export IMPL_power_density_nw_per_um2=274
export IMPL_dieArea_um2=6400
export IMPL_io_pins=14
export IMPL_dp_final_hpwl_um=797
export IMPL_yosys_cell_types_count=20
export IMPL_hold_ws_ns=0.709
export IMPL_antenna_found_initial=2
export IMPL_setup_viol=1
export IMPL_rows=21
export IMPL_syn_area_per_cell_um2=7.30
export IMPL_finalClockPeriodUsage_pct=113
export IMPL_worst_slack_ns=-0.134
export IMPL_swShare_pct=41.5
export IMPL_rsz0062_at_grt="true"
export IMPL_syn_inst=37
export IMPL_area_delta_synth_final_pct=88.4
export IMPL_die_w_um=80
export IMPL_wl_per_cell_um=8.48
[timing repair]
action	CTS	global route
setup endpoints to repair	1	1
pin swaps	2	0
gates resized	21	0
endpoints found under the hold margin	0	0
[how the worst max path moves through the flow]
| stage | from | depth (start not counted) | end | slack (ns) |
|---|---|---|---|---|
| 4_1_cts | funct[4] | 4 | Jr | -0.15 |
| 5_1_grt | funct[4] | 4 | Jr | -0.16 |
| 6_report | funct[4] | 4 | Jr | -0.13 |
[through the flow]
step	util [%]	power, mW	instances
after floorplan	-	0.0623	37
after detailed placement	15.1	0.148	104
after global placement	15.1	0.145	104
after CTS	14.8	0.140	104
after global routing	14.9	0.154	106
final	14.9	0.139	106
[layout by cell type (no fill, tap or decap)]
cell and n:
buf_4 8, nand2_1 6, clkdlybuf4s50_1 6, a21oi_1 4, dlygate4sd2_1 4, dlxtn_1 4
nor3_1 3, nor2_1 3, buf_2 3, diode_2 2, or3_4 2, nor3b_1 2
xnor2_1 1, a21oi_2 1, o21ai_1 1, nand4b_1 1, nand3_1 1, and2b_1 1
o22ai_1 1, nand4bb_1 1, mux2i_1 1, a311oi_1 1, nor4_2 1, nand4_1 1
buf_6 1
[area by class of cell]
type	instances	area share [%]
timing repair buffer	22	35.6
antenna	2	0.983
tap	46	11.3
multi-input combinational	32	40.3
sequential	4	11.8
[Yosys cell counts]
| master | number |
|---|---|
| and2b_1 | 1 |
| nand4bb_1 | 1 |
| nand2_1 | 6 |
| nand4b_1 | 1 |
| o22ai_1 | 1 |
| or3_4 | 2 |
| a311oi_1 | 1 |
| nand3_1 | 1 |
| nor3_1 | 3 |
| nor3b_1 | 2 |
| o21ai_1 | 1 |
| nand4_1 | 1 |
| mux2i_1 | 1 |
| xnor2_1 | 1 |
| nor2_1 | 3 |
| dlxtn_1 | 4 |
| a21oi_2 | 1 |
| nor4_1 | 1 |
| a21oi_1 | 4 |
| buf_6 | 1 |
[metal layers]
layer | wire length (µm) | track usage, % | share of wire, % | up-vias
met5 | 0 | 0 | 0 | -
met4 | 0 | 0 | 0 | 0
met3 | 63 | 1.14 | 7.0 | 0
met2 | 451 | 4.82 | 50 | 6
met1 | 384 | 3.39 | 43 | 162
li1 | - | - | - | 186
[cells by family (layout without fill, tap and decap cells)]
logic type | count (synthesis) | in the layout | share of synthesized area (%)
compound gates | 8 | 8 | 18.1
xor+xnor | 1 | 1 | 3.24
buf+inv | 1 | 22 | 4.17
latches | 4 | 4 | 22.2
mux | 1 | 1 | 3.70
other cells | 0 | 2 | 0
simple gates | 22 | 22 | 48.6
[power by group through the flow]
stage,sequential (mW),combinational [mW],clock (mW)
after global routing,0.0126,0.141,0.000000267
after CTS,0.0124,0.128,0
final,0.0123,0.127,0.000000267
[critical path: stages]
cell and delay [ns]:
buf_6 0.09, or3_4 0.38, nor4_2 0.13, buf_2 0.13
No activity file was given, so power comes from the tool's default toggle rates.
