### /design/flow/run.sh
#!/bin/bash
# OpenROAD 26Q1-2900-gdf79404cd8, Yosys 0.63+post, stock flow scripts
make -C /OpenROAD-flow-scripts/flow DESIGN_CONFIG=/design/flow/config.mk WORK_HOME=/design/flow/orfs finish
### /design/flow/constraint.sdc
current_design pc

set clk_period 10.2
set clk_io_pct 0.2

create_clock -name clk0 -period $clk_period [get_ports {clock}]

set non_clock_inputs [all_inputs -no_clocks]
set_input_delay [expr $clk_period * $clk_io_pct] -clock clk0 $non_clock_inputs
set_output_delay [expr $clk_period * $clk_io_pct] -clock clk0 [all_outputs]
### /design/flow/config.mk
export PLATFORM = sky130hd
export DESIGN_NAME = pc
export DESIGN_NICKNAME = pc
export VERILOG_FILES = /design/flow/design.v
export SDC_FILE = /design/flow/constraint.sdc
export NUM_CORES = 4
export LEC_CHECK = 1
export CORE_UTILIZATION = 50
### /design/flow/design.v
module mux2x1 (sl,in1,in2,outpt);
input [31:0] in1,in2;	   
input sl;
output [31:0] outpt;
reg [31:0] outpt;	 
always @(  sl or in1 or in2 )
	case (sl)
	0:outpt= in1;	
	1:outpt= in2;  
	endcase
endmodule
module mux3x2 (out,sl,in1,in2,in3);
input [31:0] in1,in2,in3;	   
input [1:0] sl;
output [31:0] out;
reg [31:0] out;	 
always @(  sl or in1 or in2 or in3  )
	case (sl)
	0:out= in1;	
	1:out= in2; 
	2:out= in3;	
	endcase
endmodule
module pc (pc,pcplus4,clock,branch_control,jump_control,alu_zero_control,instruction,ReadData1,Jr);  
	input clock;	
	input  branch_control;
	input  alu_zero_control;
	input  jump_control;
	input [31:0] instruction;
	input [31:0] ReadData1 ;
	input Jr;
	output[31:0] pc; 
	output reg[31:0]  pcplus4;
	reg[31:0] pc; 
 wire[31:0]  badder;  
 wire[31:0]  mux1;
 wire[31:0]  mux2;
 wire[31:0]  mux3;
 wire[31:0] newpc;
 wire [31:0]  branchsignextend;
 wire[15:0] braddres; 
 assign braddres = instruction[15:0];	 
 assign branchsignextend ={{16{braddres[15]}},braddres[15:0]} ;		 
initial
	begin
		   pc=0;			
	end
  always @(posedge clock) 
	begin	 
       pcplus4 =pc+4 ;
 	end
 branchadder branchadder1(pcplus4  ,branchsignextend , badder);	    
 wire [28:0] jumpAdd;
 assign jumpAdd = ( instruction[25:0]<<2 );   
 wire[31:0] jumpFinaladd;
 assign	   jumpFinaladd={pcplus4[31:28],jumpAdd}  ;	  
 and(s1,branch_control, alu_zero_control); 
 mux2x1 m1(s1,pcplus4,badder,mux1);	 
 mux2x1 m2(jump_control,mux1,jumpFinaladd,mux2);
 mux2x1 m3(Jr,mux2,ReadData1,mux3);
 assign newpc=mux3;
 always @(newpc) pc = newpc;
endmodule
module branchadder (pcplus4,branchsignextend,PCbranch) ;
	input  [31:0] pcplus4; 
	input  [31:0] branchsignextend;	 
	output [31:0] 	 PCbranch;
	reg[31:0]  PCbranch ;		
	always @( pcplus4 or  branchsignextend)
		begin
  PCbranch <= pcplus4+$signed((branchsignextend<<2));	  
		 end
	endmodule		
==> run summary <==
final-report max-slew violation count - 0
hpwl dp - 11200 µm
largest area contributor in the synthesized netlist - dfxtp_1
number of placed instances, taps included - 787
Vias - 4945
flip-flop count of the largest register, all copies and words added - 32
maximum net fanout on the critical path - 6
hold-fix buffers at CTS - 0
largest net degree at the start of global routing - 55
most instantiated logic cell after routing - clkdlybuf4s50_1
clock transition at the registers of the reported paths - 70 ps
die outline width - 94.1 µm
Pwr per Cell Area - 113 nW/µm²
busiest metal layer after global routing - met2
most frequent cells in the layout - clkdlybuf4s50_1, nand2_1, o21ai_0, a21oi_1, nor2_1
CTS root buffer - clkbuf_8
biggest area cells - dfxtp_1, ha_1, o21ai_0, nand2_1, a21oi_1
area of the die - 8850 µm²
worst relative slew slack - 49.4%
Crit path arrival time - 5790 ps
leakage component of the power - 2.17 nW
total negative slack - 0 ps
class of the tightest hold or removal check - flop to flop
area added between synthesis and finish - 33.2%
Post-CTS Setup Repair Bufs - 0
Final Util - 68.7%
Crit path required time - 8160 ps
worst voltage drop across the vdd grid - 0.0617 mV
Fin Clk Skew - 10.9 ps
placement row count - 33
number of buffers between clock root and the deepest sink - 2
Top-Level Pins - 133
final critical-path setup slack - 2370 ps
total of warnings raised by yosys - 4
outcome - complete, no violations
#FFs+latches synth - 32
hold violation count in the final report - 0
DRC viols - 0
setup repair after global routing missed its margin - false
met3 GRT Util - 3.13%
clock latency at the later pin of the worst-skew pair - 290 ps
final total power - 0.640 mW
startpoint kind of the worst setup timing path - input port
Resized cells post-CTS - 0
Initial Util - 51.6%
Final Setup Violations - 0
global-route track usage on met2 - 54.6%
number of antenna cells inserted - 0
Port Buffer Count - 126
pre-CTS setup slack - 2400 ps
share of final-layout standard cells stronger than drive strength 1 - 5.94%
area figure in the yosys stat output - 4240 µm²
Layout fillers - 658
grt total ovfl - 0
critical path type - input port to output port
number of logged tool warnings - 32
total core area - 8220 µm²
routability cong. - 0.903
clk sinks - 32
final std cells w/o fill - 795
number of antenna violations at the first check in global routing - 0
wire length of the first global-routing pass - 22300 µm
met1 Usage GRT - 47.4%
violation count after the first detailed-route iteration - 231
Post-Route WL - 14300 µm
Worst Max-Slew Pin Slew - 740 ps
Seq share, synth - 15.1%
ratio of final minimum period to clock period - 76.7%
post-synth tally of flip-flops with integrated enable - 0
post-layout min period - 7830 ps
via count normalized by instance count - 6.22
clock buffers created by TritonCTS - 5
floorplan die height - 94.1 µm
Post-Synthesis Mean Instance Area - 7.36 µm²
max-cap violations - 0
number of optimization iterations in the first detailed-route pass - 7
Gate Count Post-Synth - 576
highest clock frequency the design can meet - 128 MHz
average wire length per cell after detail routing - 18.0 µm
Synth top area share - 15.1%
area of the mapped netlist - 4240 µm²
global-route usage over all layers - 33.1%
maximum level of the CTS H-tree - 2
CTS tree - done
Yosys Instances - 576
distinct cell type count after synthesis - 76
Routed Antenna Nets - 0
predominant post-synthesis flop cell - dfxtp_1
Synth async-reset ratio - 0%
number of global-route vias before repair - 4468
Worst setup EP type - output port
## logic make-up (layout without fill, tap and decap cells)
family,count (synthesis),after routing,synth area share (%)
flip-flops,32,32,15.1
XOR/XNOR,33,33,6.82
AND-OR/OR-AND,225,225,37.8
multiplexers,5,5,1.21
AND/OR/NAND/NOR,204,204,25.1
adder cells (fa/ha/maj),31,31,9.33
buffers and inverters,46,160,4.60
## path summary, 6_finish.rpt
path	start	to	slack, ps	depth (start not counted)
worst max-delay path	instruction[0]	pc[30]	2370	13
worst min-delay path	pcplus4[0]$_DFF_P_	pcplus4[0]$_DFF_P_	500	1
worst max register to register	pcplus4[2]$_DFF_P_	pcplus4[31]$_DFF_P_	6040	13
worst min register to register	pcplus4[0]$_DFF_P_	pcplus4[0]$_DFF_P_	500	1
## routing by layer
| layer | part of all wire [%] | wire, µm |
|---|---|---|
| met1 | 45 | 6500 |
| met2 | 45 | 6510 |
| met3 | 7.4 | 1070 |
| met4 | 1.8 | 252 |
| met5 | 0 | 0 |
## cell type report
type / count / area, µm² / share of cell area, %
Tap cell: 105 / 131 / 2.33
Inverter: 19 / 71.3 / 1.26
Multi-Input combinational cell: 498 / 3400 / 60.3
Clock buffer: 8 / 90.1 / 1.60
Sequential cell: 32 / 641 / 11.3
Timing Repair Buffer: 133 / 1310 / 23.2
## report_power, final
part / switching, mW / internal, mW / total (mW)
Sequential: 0.0159 / 0.143 / 0.158
Clock: 0.0522 / 0.0552 / 0.107
Combinational: 0.195 / 0.179 / 0.374
Total: 0.263 / 0.376 / 0.640
## synthesized netlist by cell type, types with 3 or more instances
cell type / n
clkbuf_1: 14
a31oi_1: 8
o21a_1: 17
xnor2_1: 22
and3_1: 9
nor3_2: 3
dfxtp_1: 32
nor3_1: 10
inv_1: 18
o22ai_1: 7
o31ai_4: 4
o21ai_1: 4
xor2_1: 11
nand3_1: 17
ha_1: 30
o21ai_0: 52
a21o_1: 13
nand4_1: 13
mux2i_1: 4
a211oi_1: 8
a221o_1: 7
a2111oi_0: 4
and3b_1: 3
a21oi_1: 45
and2_1: 8
or3_1: 6
nor2_1: 34
buf_2: 12
a22oi_1: 10
o211ai_1: 9
nand2_1: 69
nand2b_1: 6
a221oi_1: 3
o221ai_1: 3
a31o_2: 3
a211o_1: 4
and4_1: 6
## metrics by stage
step,hold slack (ps),area (µm²)
CTS,499,5650
detailed placement,482,5560
finish,497,5650
global placement,481,5560
floorplan,420,4240
global route,516,5650
## critical path, cell delays in order
cell	delay (ps)
clkdlybuf4s50_1	440
ha_1	210
inv_1	70
fa_1	190
and2b_1	220
o31ai_4	360
nand3_1	130
a21o_1	260
o211ai_1	330
a211oi_1	120
a41o_1	220
nor4b_1	600
clkdlybuf4s50_1	580
Power and IR drop assume default switching activity.
